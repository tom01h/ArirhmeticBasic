[./run.sh]
#!/bin/bash
# OpenROAD 26Q1-2900-gdf79404cd8, Yosys 0.63+post, stock flow scripts
make -C /OpenROAD-flow-scripts/flow DESIGN_CONFIG=/design/flow/config.mk WORK_HOME=/design/flow/orfs finish
[./config.mk]
export PLATFORM = sky130hd
export DESIGN_NAME = mul
export DESIGN_NICKNAME = mul
export VERILOG_FILES = /design/flow/design.v
export SDC_FILE = /design/flow/constraint.sdc
export NUM_CORES = 4
export LEC_CHECK = 1
export CORE_UTILIZATION = 50
[./constraint.sdc]
current_design mul

set clk_period 28.6
set clk_io_pct 0.2

create_clock -name clk0 -period $clk_period [get_ports {clk}]

set non_clock_inputs [all_inputs -no_clocks]
set_input_delay [expr $clk_period * $clk_io_pct] -clock clk0 $non_clock_inputs
set_output_delay [expr $clk_period * $clk_io_pct] -clock clk0 [all_outputs]
[./design.v]
module mul
  (
   input         clk,
   input         reset,
   input         req_valid,
   input         req_in_1_signed,
   input         req_in_2_signed,
   input [31:0]  req_in_1,
   input [31:0]  req_in_2,
   output [63:0] resp_result
   );
   reg           x_signed;
   reg           y_signed;
   reg [31:0]    x;
   reg [31:0]    y;
   reg [31:0]    xh, xl;
   always @(posedge clk) begin
      if(req_valid) begin
         x_signed <= req_in_1_signed;
         y_signed <= req_in_2_signed;
         x <= req_in_1;
         y <= req_in_2;
      end
   end
   wire [2:0]    br0 = {x[1:0],1'b0};
   wire [2:0]    br1 = x[3:1];
   wire [2:0]    br2 = x[5:3];
   wire [2:0]    br3 = x[7:5];
   wire [2:0]    br4 = x[9:7];
   wire [2:0]    br5 = x[11:9];
   wire [2:0]    br6 = x[13:11];
   wire [2:0]    br7 = x[15:13];
   wire [2:0]    br8 = x[17:15];
   wire [2:0]    br9 = x[19:17];
   wire [2:0]    br10 = x[21:19];
   wire [2:0]    br11 = x[23:21];
   wire [2:0]    br12 = x[25:23];
   wire [2:0]    br13 = x[27:25];
   wire [2:0]    br14 = x[29:27];
   wire [2:0]    br15 = x[31:29];
   wire [2:0]    br16 = (x_signed) ? {3{x[31]}} : {2'b00,x[31]};
   wire          ng0 = (br0[2:1]==2'b10)|(br0[2:0]==3'b110);
   wire          ng1 = (br1[2:1]==2'b10)|(br1[2:0]==3'b110);
   wire          ng2 = (br2[2:1]==2'b10)|(br2[2:0]==3'b110);
   wire          ng3 = (br3[2:1]==2'b10)|(br3[2:0]==3'b110);
   wire          ng4 = (br4[2:1]==2'b10)|(br4[2:0]==3'b110);
   wire          ng5 = (br5[2:1]==2'b10)|(br5[2:0]==3'b110);
   wire          ng6 = (br6[2:1]==2'b10)|(br6[2:0]==3'b110);
   wire          ng7 = (br7[2:1]==2'b10)|(br7[2:0]==3'b110);
   wire          ng8 = (br8[2:1]==2'b10)|(br8[2:0]==3'b110);
   wire          ng9 = (br9[2:1]==2'b10)|(br9[2:0]==3'b110);
   wire          ng10 = (br10[2:1]==2'b10)|(br10[2:0]==3'b110);
   wire          ng11 = (br11[2:1]==2'b10)|(br11[2:0]==3'b110);
   wire          ng12 = (br12[2:1]==2'b10)|(br12[2:0]==3'b110);
   wire          ng13 = (br13[2:1]==2'b10)|(br13[2:0]==3'b110);
   wire          ng14 = (br14[2:1]==2'b10)|(br14[2:0]==3'b110);
   wire          ng15 = (br15[2:1]==2'b10)|(br15[2:0]==3'b110);
   wire          ng16 = 1'b0;  
   wire [35:0]   by0, by1, by2, by3, by4, by5, by6, by7, by8;
   wire [35:0]   by9, by10, by11, by12, by13, by14, by15, by16;
   booth booth0(.y_signed(y_signed), .br(br0), .y(y), .by(by0));
   booth booth1(.y_signed(y_signed), .br(br1), .y(y), .by(by1));
   booth booth2(.y_signed(y_signed), .br(br2), .y(y), .by(by2));
   booth booth3(.y_signed(y_signed), .br(br3), .y(y), .by(by3));
   booth booth4(.y_signed(y_signed), .br(br4), .y(y), .by(by4));
   booth booth5(.y_signed(y_signed), .br(br5), .y(y), .by(by5));
   booth booth6(.y_signed(y_signed), .br(br6), .y(y), .by(by6));
   booth booth7(.y_signed(y_signed), .br(br7), .y(y), .by(by7));
   booth booth8(.y_signed(y_signed), .br(br8), .y(y), .by(by8));
   booth booth9(.y_signed(y_signed), .br(br9), .y(y), .by(by9));
   booth booth10(.y_signed(y_signed), .br(br10), .y(y), .by(by10));
   booth booth11(.y_signed(y_signed), .br(br11), .y(y), .by(by11));
   booth booth12(.y_signed(y_signed), .br(br12), .y(y), .by(by12));
   booth booth13(.y_signed(y_signed), .br(br13), .y(y), .by(by13));
   booth booth14(.y_signed(y_signed), .br(br14), .y(y), .by(by14));
   booth booth15(.y_signed(y_signed), .br(br15), .y(y), .by(by15));
   booth booth16(.y_signed(y_signed), .br(br16), .y(y), .by(by16));
   assign resp_result = (({{28{by0[35]}},by0}+ng0)) +
                        (({{28{by1[35]}},by1}+ng1)<<2) +
                        (({{28{by2[35]}},by2}+ng2)<<4) +
                        (({{28{by3[35]}},by3}+ng3)<<6) +
                        (({{28{by4[35]}},by4}+ng4)<<8) +
                        (({{28{by5[35]}},by5}+ng5)<<10) +
                        (({{28{by6[35]}},by6}+ng6)<<12) +
                        (({{28{by7[35]}},by7}+ng7)<<14) +
                        (({{28{by8[35]}},by8}+ng8)<<16) +
                        (({{28{by9[35]}},by9}+ng9)<<18) +
                        (({{28{by10[35]}},by10}+ng10)<<20) +
                        (({{28{by11[35]}},by11}+ng11)<<22) +
                        (({{28{by12[35]}},by12}+ng12)<<24) +
                        (({{28{by13[35]}},by13}+ng13)<<26) +
                        (({{28{by14[35]}},by14}+ng14)<<28) +
                        (({{28{by15[35]}},by15}+ng15)<<30) +
                        (({{28{by16[35]}},by16}+ng16)<<32);
endmodule
module booth
  (
   input             y_signed,
   input [2:0]       br,
   input [31:0]      y,
   output reg [35:0] by
   );
   wire              S = ((br==3'b000)|(br==3'b111)) ? 1'b0 : (y[31]&y_signed)^br[2] ;
   always @(*) begin
      case(br)
        3'b000: by[32:0] =  {33{1'b0}};
        3'b001: by[32:0] =  {y[31]&y_signed,y[31:0]};
        3'b010: by[32:0] =  {y[31]&y_signed,y[31:0]};
        3'b011: by[32:0] =  {y[31:0],1'b0};
        3'b100: by[32:0] = ~{y[31:0],1'b0};
        3'b101: by[32:0] = ~{y[31]&y_signed,y[31:0]};
        3'b110: by[32:0] = ~{y[31]&y_signed,y[31:0]};
        3'b111: by[32:0] =  {33{1'b0}};
      endcase
      by[35:33] = {3{S}};
   end
endmodule
==> PnR_summary.wiki <==
=== Synthesis and place and route ===
{| class="wikitable"
! Metric !! Value
|-
| Drt total wl || between 200 and 250 mm
|-
| Registers, synthesis || between 60 and 70
|-
| Library cell appearing most often on the critical path || sky130_fd_sc_hd__fa_1
|-
| Termination of the worst setup path || resp_result[60]
|-
| Number of optimization iterations in the first detailed-route pass || 11
|-
| Nature of the critical path startpoint || flip-flop
|-
| Yosys cell types || between 90 and 100
|-
| Port-buffer cells || approximately 130
|-
| Critical path peak fanout || approximately 46
|-
| Dominant flop cell || sky130_fd_sc_hd__edfxtp_1
|-
| Total via count in the routed design || 48.5k
|-
| Endpoints failing hold || 0
|-
| Number of DRC violations after detailed routing || 0
|-
| Number of cells in the finished layout apart from fillers || 7462
|-
| Post-Syn Instances || ~6.3k
|-
| Total half-perimeter wirelength after legalization and detailed placement || 190 mm
|-
| CTS H-tree lvls || 3
|-
| Maximum number of pins on one net before global-route repair || 61
|-
| Cell at the root of the clock tree || sky130_fd_sc_hd__clkbuf_16
|-
| Number of buffers inserted by hold repair at cts || 0
|-
| Count of buffers added by post-CTS timing repair for setup || 0
|-
| Final critical delay including setup and external delays || 18.57 ns
|-
| Clock buffer depth || 2
|-
| Row count || about 120
|-
| Proportion of synthesized chip area in sequential cells || 0.0394
|-
| Number of enable-type register cells in the synthesized netlist || 66
|-
| Capturing element type of the critical path || output pin
|-
| Wire length of the first global-routing pass || 340 mm
|-
| Antenna Violating Nets Remaining || 0
|-
| Vias in the first global route || 45.9k
|-
| Routed metal-1 wire length || 91.2 mm
|-
| Period Utilization, post-route || 0.649
|-
| Mapped Avg Cell Area || between 7 and 8 µm²
|-
| Arrival time at the worst endpoint || 12.85 ns
|-
| Dominant logic cell types in the final layout || sky130_fd_sc_hd__inv_1, sky130_fd_sc_hd__fa_1, sky130_fd_sc_hd__xor2_1
|-
| Post-CTS Resized || 0
|-
| Area fraction of the dominant cell type after synthesis || 0.265
|-
| Unrepaired setup endpoints after global routing || false
|-
| Type of the worst setup path || flip-flop to output pin
|-
| Die X || 319 µm
|-
| Yosys Chip Area || 50300 µm²
|-
| Clock transition at the register clock pins on the worst setup and hold paths after CTS || 0.06 ns
|-
| Largest stage delay on the critical path || 0.68 ns
|-
| Routed wire length per instance || 32.4 µm
|-
| Layout fillers || 9405
|-
| Critical path origin || x[9]
|-
| Req. time, crit path || 22.88 ns
|-
| Starting DRC count in detailed routing || 6107
|-
| Result of the run || completed
|-
| Global router's overall resource usage || 0.495
|-
| Share of layout cells above drive strength 1 || 0.0658
|-
| Pins Over Slew Limit || 0
|-
| Met2 Routed Length || roughly 91 mm
|-
| Met3 wire length || around 46 mm
|-
| Highest layer used for signal routing || met5
|-
| Top-Level Pins || 133
|-
| Vias per inst || approximately 6.5
|-
| Core region area || 99900 µm²
|-
| Total cells reported by yosys after synthesis || about 6.3k
|-
| Actual transition at the worst max-transition pin || 1.37 ns
|-
| Total CTS buffers || 9
|-
| TritonCTS clock tree || built
|-
| Final setup TNS || 0 ns
|-
| Highest-count logic cell in the final layout || sky130_fd_sc_hd__inv_1
|-
| Slowest cell on the critical path || sky130_fd_sc_hd__or3_1
|-
| Leading area contributor after synthesis || sky130_fd_sc_hd__fa_1
|-
| Synth warnings || 2
|-
| Total of endpoints with negative setup slack in the final report || 0
|-
| Antenna violations before repair || 11
|-
| Top cells by area || sky130_fd_sc_hd__fa_1, sky130_fd_sc_hd__xor2_1, sky130_fd_sc_hd__xnor2_1
|-
| Asr flop ratio synth || 0
|-
| Total die size || 102000 µm²
|-
| Peak Freq || approximately 0.054 GHz
|-
| Relative slew slack || 0.0801
|-
| Cell Count Post-Placement || 7441
|-
| Area overhead of the layout relative to synthesis || 6.02%
|-
| Starting density of the core || 0.504
|-
| Class of the most critical hold timing path || input port to flip-flop
|-
| Number of warnings in the stage logs || 26
|-
| Vert. Die Dim || about 320 µm
|-
| Combined area of all synthesized cells || 50300 µm²
|-
| Total global routing overflow || 0
|-
| Max Cap Violations || 0
|-
| Clock Sinks || 66
|-
| Final weighted congestion in routability-driven placement || 1.14
|}
-- sequential cells by signal (all words and copies together) (netlist names) --
name,cells
y_signed,1
x_signed,1
x,32
y,32
-- layer usage --
metal / vias to the layer above / GRT usage
li1: 21130 / -
met1: 23498 / 0.672
met2: 3293 / 0.620
met3: 558 / 0.335
met4: 22 / 0.191
met5: - / 0.0501
-- metrics by stage --
stage	setup WS [ns]	area [µm²]	hold WS, ns	util
final	10.03	53400	5.75	0.534
after CTS	10.28	53300	5.74	0.534
after floorplan	11.64	50300	5.82	-
after global routing	9.68	53400	5.75	0.534
after detailed placement	10.67	53000	6.10	0.531
after global placement	10.81	53000	6.10	0.531
-- worst min-delay path by stage --
stage     cells after the start  startpoint  endpoint  slack (ns)
5_1_grt                       1   req_valid     x[29]        5.75
6_report                      1   req_valid     x[29]        5.75
4_1_cts                       1   req_valid     x[29]        5.74
-- cell usage after synthesis, types with 14 or more instances --
master / n
sky130_fd_sc_hd__a211oi_1: 21
sky130_fd_sc_hd__a21boi_0: 25
sky130_fd_sc_hd__a21o_1: 56
sky130_fd_sc_hd__a21oi_1: 207
sky130_fd_sc_hd__a221oi_1: 175
sky130_fd_sc_hd__a222oi_1: 66
sky130_fd_sc_hd__a22oi_1: 224
sky130_fd_sc_hd__a31oi_1: 19
sky130_fd_sc_hd__and2_1: 105
sky130_fd_sc_hd__and3_1: 32
sky130_fd_sc_hd__and3b_1: 31
sky130_fd_sc_hd__buf_1: 116
sky130_fd_sc_hd__buf_2: 84
sky130_fd_sc_hd__clkbuf_1: 387
sky130_fd_sc_hd__edfxtp_1: 66
sky130_fd_sc_hd__fa_1: 666
sky130_fd_sc_hd__ha_1: 169
sky130_fd_sc_hd__inv_1: 674
sky130_fd_sc_hd__mux2i_1: 47
sky130_fd_sc_hd__nand2_1: 431
sky130_fd_sc_hd__nand2b_1: 34
sky130_fd_sc_hd__nand3_1: 104
sky130_fd_sc_hd__nand3b_1: 33
sky130_fd_sc_hd__nand4_1: 24
sky130_fd_sc_hd__nand4b_1: 33
sky130_fd_sc_hd__nor2_1: 449
sky130_fd_sc_hd__nor2b_1: 41
sky130_fd_sc_hd__nor3_1: 88
sky130_fd_sc_hd__nor3b_1: 33
sky130_fd_sc_hd__nor4_1: 22
sky130_fd_sc_hd__nor4b_1: 23
sky130_fd_sc_hd__o211ai_1: 21
sky130_fd_sc_hd__o21a_1: 22
sky130_fd_sc_hd__o21ai_0: 337
sky130_fd_sc_hd__o21ai_1: 15
sky130_fd_sc_hd__o21bai_1: 14
sky130_fd_sc_hd__o221ai_1: 90
sky130_fd_sc_hd__o22ai_1: 66
sky130_fd_sc_hd__o31ai_1: 15
sky130_fd_sc_hd__or2_2: 42
sky130_fd_sc_hd__or3_1: 36
sky130_fd_sc_hd__or3b_2: 18
sky130_fd_sc_hd__xnor2_1: 491
sky130_fd_sc_hd__xor2_1: 520
-- kinds of logic after synthesis --
| kind of cell | Yosys count | synth area share |
|---|---|---|
| DFF | 66 | 0.0394 |
| muxes | 52 | 0.0105 |
| adders and majority gates | 835 | 0.307 |
| AOI/OAI and AO/OA | 1453 | 0.201 |
| and+or+nand+nor | 1644 | 0.166 |
| xor gates and xnor gates | 1016 | 0.178 |
| buffers and inverters | 1276 | 0.0984 |
-- critical path: cells and delay by family, from the launching register on --
| kind | cells | cell delay (ns) |
|---|---|---|
| xor gates and xnor gates | 1 | 0.15 |
| adders and majority gates | 8 | 3.75 |
| buffers and inverters | 6 | 2.10 |
| DFF | 1 | 0.34 |
| AOI/OAI and AO/OA | 9 | 2.33 |
| and+or+nand+nor | 13 | 3.74 |
-- final cells by class --
| cell class | count | area (µm²) | area share |
|---|---|---|---|
| tap | 1298 | 1620 | 0.0304 |
| antenna | 5 | 12.5 | 0.000234 |
| timing repair buffer | 400 | 3330 | 0.0624 |
| multi-input combinational | 5000 | 43500 | 0.816 |
| clock buffer | 9 | 225 | 0.00422 |
| clock inverter | 7 | 108 | 0.00202 |
| inverter | 677 | 2540 | 0.0476 |
| sequential | 66 | 1980 | 0.0371 |
