==> flow/design.v <==
module cpa
  (
   input integer      req_command,
   input wire [63:0]  mul,
   input wire [4:0]   mulctl,
   input wire [31:0]  aln0,
   input wire [31:0]  aln1,
   input wire [31:0]  aln2,
   input wire [31:0]  aln3,
   output wire [31:0] add0,
   output wire [31:0] add1,
   output wire [31:0] add2,
   output wire [31:0] add3,
   output wire [81:0] addo
   );
   wire [81:0]        alnmul = (((mulctl[4]) ? {16'h0,mul[63:0]} : {mul[47:0],32'h0}) ^
                                {{34{mulctl[3]}},{16{mulctl[2]}},{16{mulctl[1]}},{16{mulctl[0]}}} );
   wire [2:0]         alnctl = (req_command==13) ? mulctl[2:0] : 3'b0;
   reg                cin0, cin1, cin2, cin3;
   wire [16:0]        sum01 = aln0[15: 0] + alnmul[63:48] + cin0;
   wire [16:0]        sum11 = aln1[15: 0] + alnmul[47:32] + cin1;
   wire [16:0]        sum21 = aln2[15: 0] + alnmul[31:16] + cin2;
   wire [16:0]        sum31 = aln3[15: 0] + alnmul[15: 0] + cin3;
   wire [17:0]        sum00 = aln0[31:16] + alnmul[81:64]   + sum01[16];
   wire [16:0]        sum10 = aln1[31:16] + {16{alnctl[2]}} + sum11[16];
   wire [16:0]        sum20 = aln2[31:16] + {16{alnctl[1]}} + sum21[16];
   wire [16:0]        sum30 = aln3[31:16] + {16{alnctl[0]}} + sum31[16];
   always @(*) begin
      if(req_command==13)begin
         cin0 = (mulctl[3]==1'b1);
         cin1 = (mulctl[2]==1'b1);
         cin2 = (mulctl[1]==1'b1);
         cin3 = (mulctl[0]==1'b1);
      end else begin
         cin0 = sum11[16];
         cin1 = sum21[16];
         cin2 = sum31[16];
         cin3 = (mulctl[0]==1'b1);
      end
   end
   assign add0 = {sum00[15:0], sum01[15:0]};
   assign add1 = {sum10[15:0], sum11[15:0]};
   assign add2 = {sum20[15:0], sum21[15:0]};
   assign add3 = {sum30[15:0], sum31[15:0]};
   assign addo = {sum00[17:0], sum01[15:0], sum11[15:0], sum21[15:0], sum31[15:0]};
endmodule
==> flow/run.sh <==
#!/bin/bash
# OpenROAD 26Q1-2900-gdf79404cd8, Yosys 0.63+post, stock flow scripts
make -C /OpenROAD-flow-scripts/flow DESIGN_CONFIG=/design/flow/config.mk WORK_HOME=/design/flow/orfs finish
==> flow/config.mk <==
export PLATFORM = sky130hd
export DESIGN_NAME = cpa
export DESIGN_NICKNAME = cpa
export VERILOG_FILES = /design/flow/design.v
export SDC_FILE = /design/flow/constraint.sdc
export NUM_CORES = 4
export LEC_CHECK = 1
export CORE_AREA = 10 10 188 188
export DIE_AREA = 0 0 198 198
==> flow/constraint.sdc <==
current_design cpa

set clk_period 56.3
set clk_io_pct 0.2

create_clock -name clk0 -period $clk_period

set non_clock_inputs [all_inputs -no_clocks]
set_input_delay [expr $clk_period * $clk_io_pct] -clock clk0 $non_clock_inputs
set_output_delay [expr $clk_period * $clk_io_pct] -clock clk0 [all_outputs]
==> results.py <==
# Physical implementation metrics
metrics = {
    "status": {
        "status": "complete, no violations",
    },
    "route": {
        "wirelength_mm": 35.6,
        "via_per_inst": 4.86,
        "num_vias": 8918,
        "dr.first_iter.drc_count": 499,
        "drt_pass1_iterations": 5,
        "remaining_drc_errors": 0,
        "post_drt_wl_per_cell_um": 19.4,
        "final_antenna_net_count": 0,
    },
    "die": {
        "ios": 439,
        "die_area_um2": 39200,
        "die_h_um": 198,
        "fp-utilization_pct": 25.6,
        "core_um2": 31400,
        "fp.dieW_um": 198,
        "num_rows": 65,
    },
    "setup_path": {
        "cp_common_cell": "fa_1",
        "arrival_ns": 22.83,
        "crit_path_start_kind": "primary input",
        "critical_path_class": "primary input to primary output",
        "path_max_fanout": 17,
        "crit_path_end_kind": "primary output",
        "cp_data_required_time_ns": 45.04,
        "slowest_stage": "clkdlybuf4s50_1",
        "critPathMaxStageDelay_ns": 0.56,
    },
    "power": {
        "p_int_mw": 0.123,
        "share_comb_of_total_power_pct": 100.0,
        "sequentialPowerShare_pct": 0,
        "peakVddDrop_v": 0.00000774,
        "p_sw_share_pct": 38.6,
        "clockPowerShare_pct": 0,
        "p_switching_mw": 0.0772,
        "cellPowerDensity_nw_per_um2": 16.3,
        "power_mw": 0.200,
        "leakagePower_nw": 5.08,
    },
    "final_timing": {
        "fin_tns_setup_ns": 0,
        "fmax_ghz": 0.0293,
        "worst_slew_pin_slew_ns": 0.787,
        "hold_slack_ns": 23.58,
        "slew_violations": 0,
        "max_slew_margin_pct": 47.5,
        "rsz0062_at_grt": "false",
        "layout_min_cycle_time_ns": 34.09,
        "finalClockPeriodUsage_pct": 60.6,
        "finalHoldViolCount": 0,
        "finalSetupViolCount": 0,
    },
    "logic_synthesis": {
        "synth_cell_types": 71,
        "syn_inst": 1087,
        "ys_cells": 1087,
        "syn_area_um2": 8040,
        "ys_area_um2": 8040,
        "yosysWarnings": 1,
        "yosysSeqAreaShare_pct": 0,
        "avgSynthCellArea_um2": 7.40,
    },
    "final_layout": {
        "regArea_um2": 0,
        "clock_buffers": 0,
        "finalInstanceArea_um2": 12300,
        "final_layout_top_logic_cells": "clkdlybuf4s50_1 (437), xnor2_1 (145), ha_1 (117)",
        "utilization_pct": 39.1,
        "final_layout_size_suffix_gt1_share_pct": 1.68,
        "final_common_cell": "clkdlybuf4s50_1",
        "seq_cells": 0,
        "area_growth_pct": 52.7,
    },
    "clock_tree": {
        "postCtsHoldBufs": 0,
        "post_cts_resize_count": 0,
        "cts_setup_buffers": 0,
    },
    "global_routing": {
        "grt_max_degree": 49,
        "grt_overflow_total": 0,
        "grt_pass1_vias": 8893,
        "antenna_found_initial": 8,
        "grt_pass1_wl_mm": 53.1,
        "grt_use_total_pct": 17.5,
    },
    "min_path": {
        "holdPathEnd": "add3[0]",
        "hold_depth": 3,
        "hp-start": "aln3[0]",
        "hold_path.class": "primary input to primary output",
    },
    "placed_design": {
        "placed_area_um2": 12300,
        "dp_hpwl_mm": 31.9,
        "place.gp.congestion": 0.932,
        "io_buffers": 439,
    },
    "flow_run": {
        "cap_violations": 0,
        "warning_count": 32,
    },
}
Yosys cell counts, types with 7 or more instances:
master,number,area [um2]
o21a_1,28,210
o21bai_1,10,75.1
nand3_1,22,110
a21boi_0,7,52.6
nand4_1,8,50.1
buf_1,8,30.0
xnor2_1,145,1270
a211oi_1,10,75.1
and2_1,7,43.8
clkbuf_1,14,52.6
o31ai_1,8,60.1
a21o_1,25,188
o31a_1,9,78.8
xor2_1,24,210
nor2b_1,21,131
ha_1,117,1460
nor2_1,70,263
nor4_1,8,50.1
nand2b_1,29,181
fa_1,15,300
o21ai_0,39,195
buf_4,82,616
or3_1,8,50.1
inv_1,41,154
nor3_1,32,160
a31oi_1,8,50.1
mux2i_1,39,390
nand2_1,76,285
a21oi_1,75,375
and3_1,11,68.8
cell type report:
type               count  area (um2)
fillers             3205       19100
well taps            402         503
multi-input cells    940        7180
diodes                 6        15.0
inverters             41         154
repair buffers       446        4440
cells by family after synthesis:
logic type	count (synthesis)	synth area share, %
fa+ha+maj	132	21.9
simple gates	316	19.9
xor+xnor	169	18.4
compound gates	282	23.8
mux	41	5.13
buf+inv	147	10.8
worst max-delay path: cells and delay by family:
kind	cells	cell delay [ns]
AND-OR/OR-AND	22	4.76
adder cells (fa/ha/maj)	9	3.97
buffers and inverters	4	1.36
AND/OR/NAND/NOR	8	1.20
multiplexers	2	0.28
metrics by stage:
stage	setup WS (ns)	cells
finish	22.21	1835
global placement	22.30	1829
floorplan	24.33	1087
global route	21.15	1830
detailed placement	22.04	1829
CTS	22.00	1829
layer usage:
layer / vias to the layer above / track usage (%) / share of wire, %
met2: 308 / 30.0 / 48
met1: 4022 / 21.9 / 42
met5: - / 0 / 0.095
met3: 14 / 5.70 / 9.4
met4: 4 / 1.08 / 0.68
li1: 4570 / - / -
how the worst max path moves through the flow:
| stage | to | startpoint | slack, ns |
|---|---|---|---|
| after global routing | addo[80] | mulctl[0] | 21.15 |
| after CTS | addo[76] | mulctl[0] | 22.00 |
| final | addo[80] | mulctl[0] | 22.21 |
power groups by stage:
stage         clock network (mW)  logic (mW)  registers, mW
CTS                            0       0.204              0
global route       0.00000000238       0.220              0
finish              0.0000000143       0.200              0
Power and IR drop assume default switching activity.
